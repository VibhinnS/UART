==> design.v <==
module uart_rx (
    input wire clk,            
    input wire rst_n,          
    input wire rx,             
    output reg [7:0] rx_data,  
    output reg rx_ready        
);
    parameter CLK_FREQ = 50000000;  
    parameter BAUD_RATE = 9600;     
    localparam BAUD_COUNT = CLK_FREQ / BAUD_RATE;
    reg [15:0] baud_counter;
    reg [3:0] bit_counter;
    reg [9:0] shift_reg;
    reg rx_sample;
    always @(posedge clk or negedge rst_n) begin
        if (!rst_n) begin
            rx_data <= 0;
            rx_ready <= 0;
            baud_counter <= 0;
            bit_counter <= 0;
            shift_reg <= 0;
            rx_sample <= 1'b1;
        end else begin
            rx_sample <= rx;
            if (!rx_sample && !rx_ready && bit_counter == 0) begin
                baud_counter <= BAUD_COUNT / 2;  
            end
            if (baud_counter == BAUD_COUNT - 1) begin
                baud_counter <= 0;
                if (bit_counter > 0) begin
                    shift_reg <= {rx_sample, shift_reg[9:1]};
                    bit_counter <= bit_counter + 1;
                    if (bit_counter == 10) begin
                        rx_data <= shift_reg[8:1];  
                        rx_ready <= 1'b1;
                        bit_counter <= 0;
                    end
                end else begin
                    bit_counter <= bit_counter + 1;  
                end
            end else if (bit_counter > 0) begin
                baud_counter <= baud_counter + 1;
            end
        end
    end
endmodule
module uart_tx (
    input wire clk,            
    input wire rst_n,          
    input wire tx_start,       
    input wire [7:0] tx_data,  
    output reg tx,             
    output reg tx_busy         
);
    parameter CLK_FREQ = 50000000;  
    parameter BAUD_RATE = 9600;     
    localparam BAUD_COUNT = CLK_FREQ / BAUD_RATE;
    reg [15:0] baud_counter;
    reg [3:0] bit_counter;
    reg [9:0] shift_reg;
    always @(posedge clk or negedge rst_n) begin
        if (!rst_n) begin
            tx <= 1'b1;
            tx_busy <= 1'b0;
            baud_counter <= 0;
            bit_counter <= 0;
            shift_reg <= 0;
        end else begin
            if (tx_start && !tx_busy) begin
                tx_busy <= 1'b1;
                shift_reg <= {1'b1, tx_data, 1'b0};  
            end
            if (tx_busy) begin
                if (baud_counter == BAUD_COUNT - 1) begin
                    baud_counter <= 0;
                    tx <= shift_reg[0];
                    shift_reg <= shift_reg >> 1;
                    bit_counter <= bit_counter + 1;
                    if (bit_counter == 10) begin
                        tx_busy <= 1'b0;
                        bit_counter <= 0;
                    end
                end else begin
                    baud_counter <= baud_counter + 1;
                end
            end
        end
    end
endmodule
module uart_top (
    input wire clk,
    input wire rst_n,
    input wire rx,
    input wire tx_start,
    input wire [7:0] tx_data,
    output wire tx,
    output wire [7:0] rx_data,
    output wire rx_ready,
    output wire tx_busy
);
    uart_tx uart_tx_inst (
        .clk(clk),
        .rst_n(rst_n),
        .tx_start(tx_start),
        .tx_data(tx_data),
        .tx(tx),
        .tx_busy(tx_busy)
    );
    uart_rx uart_rx_inst (
        .clk(clk),
        .rst_n(rst_n),
        .rx(rx),
        .rx_data(rx_data),
        .rx_ready(rx_ready)
    );
endmodule
==> run.sh <==
#!/bin/bash
# OpenROAD 26Q1-2900-gdf79404cd8, Yosys 0.63+post, stock flow scripts
make -C /OpenROAD-flow-scripts/flow DESIGN_CONFIG=/design/flow/config.mk WORK_HOME=/design/flow/orfs finish
==> config.mk <==
export PLATFORM = sky130hd
export DESIGN_NAME = uart_top
export DESIGN_NICKNAME = uart_top
export VERILOG_FILES = /design/flow/design.v
export SDC_FILE = /design/flow/constraint.sdc
export NUM_CORES = 4
export LEC_CHECK = 1
export CORE_UTILIZATION = 30
==> constraint.sdc <==
current_design uart_top

set clk_period 6.4
set clk_io_pct 0.2

create_clock -name clk0 -period $clk_period [get_ports {clk}]

set non_clock_inputs [all_inputs -no_clocks]
set_input_delay [expr $clk_period * $clk_io_pct] -clock clk0 $non_clock_inputs
set_output_delay [expr $clk_period * $clk_io_pct] -clock clk0 [all_outputs]
==> impl_metrics.py <==
# Metrics from the implementation run
metrics = {
    "yosys": {
        "numSynthFlops": 71,
        "top_area_share_pct": 51.4,
        "netlist_instances": 316,
        "ff_type": "dfrtp_1",
        "ys_types": 51,
        "yosys_area_um2": 3360,
        "ys_cells": 316,
        "syn_area_um2": 3360,
        "synthArstFlopShare_pct": 100,
        "postSynthAreaPerCell_um2": 10.6,
        "ys_warn_count": 2,
        "netlist_top_cells_area": "dfrtp_1, mux2_2, nand2_1",
        "edf_count": 0,
        "yosys.stat.seqShare_pct": 53.0,
        "yosys.area.top_type": "dfrtp_1",
    },
    "clocking": {
        "postCtsSetupBuffers": 0,
        "cts_resized": 0,
        "clkTransAtPathRegs_ns": 0.08,
        "worstSkewPairLatency_ns": 0.34,
        "clk_path_buf_depth": 2,
        "cts_hold_buf": 0,
        "numCtsBuffers": 9,
        "cts_tree": "built",
        "cts_root_buf": "clkbuf_8",
        "cts_sinks": 71,
        "cts_max_level": 3,
    },
    "drt": {
        "routedWlPerCell_um": 12.4,
        "routed_wl_um": 6060,
        "antennaDiodeCount": 0,
        "viasPerCell": 4.91,
        "antenna_left": 0,
        "first_pass_iters": 4,
        "via_count": 2393,
        "drt-initial-drc-count": 123,
        "drcViolationCount": 0,
    },
    "critical_path": {
        "cp.arrival_ns": 1.38,
        "path_buffers": 1,
        "path_max_fanout": 9,
        "worstSetupStartpointType": "flip-flop",
        "cpMaxStageDelayCell": "clkdlybuf4s50_1",
        "slowest_delay_ns": 0.52,
        "crit_family": "buffers and inverters",
        "crit_required_ns": 5.12,
        "cp_cell_sequence": "clkdlybuf4s50_1",
        "worstSetupPathType": "reg -> out",
        "end_kind": "primary output",
    },
    "timing": {
        "relSlewSlack_pct": 51.3,
        "final_hold_viol_count": 0,
        "min_period_ns": 2.66,
        "timing.fmax_mhz": 376,
        "drv_slew": 0,
        "rsz0062_at_grt": "false",
        "setup_violations": 0,
        "period_used_pct": 41.5,
        "fin_skew_ns": 0.00907,
        "tightest_slew_ns": 0.726,
        "setup_tns_ns": 0,
    },
    "placed_design": {
        "globalplace.congestion": 0.770,
        "portBuffers": 22,
        "dp_hpwl_um": 4040,
        "placed_area_um2": 3740,
    },
    "pwr": {
        "peakVddDrop_uv": 134,
        "p_leak_nw": 1.62,
        "power_density_nw_per_um2": 243,
        "power_mw": 0.959,
    },
    "finish": {
        "layout_top_cell": "dfrtp_1",
        "layout-drive-gt1-share_pct": 13.8,
        "areaGrowthSynthToFinish_pct": 17.6,
        "regArea_um2": 1780,
        "layout_top_cells": "dfrtp_1, nand2_1, clkdlybuf4s50_1",
        "final_area_um2": 3950,
        "final_util_pct": 36.3,
        "fillers": 1048,
        "combGateArea_um2": 1520,
    },
    "run": {
        "drv_cap": 0,
        "warnings": 27,
    },
    "status": {
        "outcome": "finished clean",
    },
    "global_route": {
        "grt-ovfl-total": 0,
        "grt_use_total_pct": 11.7,
        "grt_pass1_vias": 2334,
        "grt_max_degree": 40,
        "antenna_found_initial": 0,
        "grt_pass1_wl_um": 10900,
    },
    "floorplanning": {
        "rows": 38,
        "fp.dieW_um": 108,
        "die_y_um": 108,
        "initCoreUtil_pct": 30.9,
        "io_pins": 23,
        "dieArea_um2": 11600,
        "core-area_um2": 10900,
    },
    "hold_path": {
        "hold_path.class": "reg -> reg",
    },
}
[kinds of logic after synthesis]
kind of cell	after synthesis	share of synthesized area (%)
multiplexers	28	9.01
buffers and inverters	17	2.01
adder cells (fa/ha/maj)	5	1.86
flip-flops	71	53.0
XOR/XNOR	14	3.65
AND-OR/OR-AND	58	11.1
AND/OR/NAND/NOR	123	19.4
[worst paths after layout]
check	slack, ns	endpoint	from	depth (start not counted)
max	3.74	tx_busy	uart_tx_inst.tx_busy	1
min reg2reg	0.46	uart_tx_inst.tx	uart_tx_inst.tx	2
max in group asynchronous	4.57	uart_rx_inst.rx_sample	rst_n	3
min in group asynchronous	0.97	uart_tx_inst.shift_reg[0]	rst_n	2
max reg2reg	4.06	uart_rx_inst.rx_data[6]	uart_rx_inst.baud_counter[9]	4
min	0.46	uart_tx_inst.tx	uart_tx_inst.tx	2
[area by class of cell]
class | instances | share of cell area [%]
sequential | 71 | 45.0
multi-input combinational | 228 | 38.5
timing repair buffer | 27 | 6.40
tap | 140 | 4.43
clock buffer | 12 | 3.42
clock inverter | 4 | 1.77
inverter | 5 | 0.475
[stage by stage]
| step | setup WS, ns | hold WS (ns) | std cells |
|---|---|---|---|
| 3_3_place_gp | 3.89 | 0.447 | 471 |
| 5_1_grt | 3.65 | 0.484 | 487 |
| 2_1_floorplan | 4.18 | 0.425 | 316 |
| 4_1_cts | 3.70 | 0.461 | 487 |
| 3_5_place_dp | 3.89 | 0.449 | 471 |
| 6_report | 3.74 | 0.461 | 487 |
[synthesized netlist by cell type (2+ instances only)]
master	instances
mux2i_1	10
a21oi_1	9
nand4_1	8
nor3_1	5
nor2_2	2
o21ai_0	18
o41ai_1	2
nand3b_1	4
or3_1	3
and4_1	2
xnor2_1	10
nor4_1	3
dfrtp_1	69
or4_1	3
buf_2	3
nand2_1	38
nand2b_1	5
o21ai_1	3
clkbuf_1	9
o31ai_1	2
nor4b_1	2
mux2_2	18
xor2_1	4
a31oi_1	5
ha_1	5
dfstp_2	2
inv_1	5
nand3_1	14
nor2b_1	2
a211oi_1	6
and2_1	2
and3_1	4
nor2_1	17
or4b_1	3
a21o_1	3
[report_power, final]
group	internal, mW	switching [mW]
logic	0.0389	0.0384
registers	0.477	0.0274
clock network	0.219	0.158
[routing by layer]
metal / part of all wire [%] / track usage (%)
met5: 0 / 0
met4: 0.74 / 0.978
met3: 3.8 / 2.78
met2: 44 / 17.5
met1: 51 / 18.5
Power is estimated from default activity; no workload was simulated.
